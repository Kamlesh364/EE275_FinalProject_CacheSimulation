===== run.sh =====
#!/bin/bash
# OpenROAD 26Q1-2900-gdf79404cd8, Yosys 0.63+post, stock flow scripts
make -C /OpenROAD-flow-scripts/flow DESIGN_CONFIG=/design/flow/config.mk WORK_HOME=/design/flow/orfs finish

===== config.mk =====
export PLATFORM = sky130hd
export DESIGN_NAME = configurable_cache
export DESIGN_NICKNAME = configurable_cache
export VERILOG_FILES = /design/flow/design.v
export SDC_FILE = /design/flow/constraint.sdc
export NUM_CORES = 4
export LEC_CHECK = 1
export CORE_UTILIZATION = 30
export SYNTH_HDL_FRONTEND = slang

===== constraint.sdc =====
current_design configurable_cache

set clk_period 48.0
set clk_io_pct 0.2

create_clock -name clk0 -period $clk_period [get_ports {clk}]

set non_clock_inputs [all_inputs -no_clocks]
set_input_delay [expr $clk_period * $clk_io_pct] -clock clk0 $non_clock_inputs
set_output_delay [expr $clk_period * $clk_io_pct] -clock clk0 [all_outputs]

===== design.v =====
module configurable_cache #(
    parameter CACHE_SIZE = 8192,     
    parameter LINE_SIZE = 32,        
    parameter ASSOCIATIVITY = 4,     
    parameter NUM_LINES = CACHE_SIZE/LINE_SIZE,
    parameter NUM_SETS = NUM_LINES/ASSOCIATIVITY,
    parameter OFFSET_BITS = $clog2(LINE_SIZE),
    parameter SET_BITS = $clog2(NUM_SETS),
    parameter TAG_BITS = 32 - SET_BITS - OFFSET_BITS
)(
    input wire clk,
    input wire rst,
    input wire [32-1:0] addr,
    output reg hit,
    output reg miss,
    output reg [31:0] total_hits,
    output reg [31:0] total_misses,
    output wire [31:0] num_sets,
    output wire [31:0] tag_bits
);
    reg [TAG_BITS-1:0] tag_array [0:NUM_LINES-1];
    reg valid_array [0:NUM_LINES-1];
    reg [$clog2(ASSOCIATIVITY)-1:0] lru_counter [0:NUM_LINES-1];
    wire [TAG_BITS-1:0] addr_tag;
    wire [SET_BITS-1:0] set_index;
    wire [OFFSET_BITS-1:0] offset;
    assign num_sets = NUM_SETS;
    assign tag_bits = TAG_BITS;
    assign addr_tag = addr[32-1:32-TAG_BITS];
    assign set_index = addr[32-TAG_BITS-1:32-TAG_BITS-SET_BITS];
    assign offset = addr[OFFSET_BITS-1:0];
    reg [31:0] current_set_base;
    reg found_hit;
    reg [31:0] hit_way;
    reg [31:0] lru_way;
    reg [$clog2(ASSOCIATIVITY)-1:0] min_counter;
    integer i;
    initial begin
        for (i = 0; i < NUM_LINES; i = i + 1) begin
            valid_array[i] = 0;
            tag_array[i] = 0;
            lru_counter[i] = i % ASSOCIATIVITY;
        end
        total_hits = 0;
        total_misses = 0;
    end
    always @(posedge clk or posedge rst) begin
        if (rst) begin
            for (i = 0; i < NUM_LINES; i = i + 1) begin
                valid_array[i] <= 0;
                tag_array[i] <= 0;
                lru_counter[i] <= i % ASSOCIATIVITY;
            end
            total_hits <= 0;
            total_misses <= 0;
            hit <= 0;
            miss <= 0;
        end else begin
            current_set_base = set_index * ASSOCIATIVITY;
            found_hit = 0;
            hit <= 0;
            miss <= 0;
            for (i = 0; i < ASSOCIATIVITY; i = i + 1) begin
                if (valid_array[current_set_base + i] && 
                    tag_array[current_set_base + i] == addr_tag) begin
                    found_hit = 1;
                    hit_way = i;
                end
            end
            if (found_hit) begin
                hit <= 1;
                total_hits <= total_hits + 1;
                for (i = 0; i < ASSOCIATIVITY; i = i + 1) begin
                    if (lru_counter[current_set_base + i] > 
                        lru_counter[current_set_base + hit_way]) begin
                        lru_counter[current_set_base + i] <= 
                            lru_counter[current_set_base + i] - 1;
                    end
                end
                lru_counter[current_set_base + hit_way] <= ASSOCIATIVITY - 1;
            end else begin
                miss <= 1;
                total_misses <= total_misses + 1;
                min_counter = ASSOCIATIVITY - 1;
                lru_way = 0;
                for (i = 0; i < ASSOCIATIVITY; i = i + 1) begin
                    if (lru_counter[current_set_base + i] < min_counter) begin
                        min_counter = lru_counter[current_set_base + i];
                        lru_way = i;
                    end
                end
                valid_array[current_set_base + lru_way] <= 1;
                tag_array[current_set_base + lru_way] <= addr_tag;
                for (i = 0; i < ASSOCIATIVITY; i = i + 1) begin
                    if (lru_counter[current_set_base + i] > 
                        lru_counter[current_set_base + lru_way]) begin
                        lru_counter[current_set_base + i] <= 
                            lru_counter[current_set_base + i] - 1;
                    end
                end
                lru_counter[current_set_base + lru_way] <= ASSOCIATIVITY - 1;
            end
        end
    end
endmodule

==> flow_summary.ini <==
; flow metrics
[status]
outcome = finished, final reports clean

[setup_path]
worst-setup-path-type = in -> reg
r2r-start = tag_array[4168]
slowest_delay_ns = 1.03
rr_worst_depth = 33
worstPathRequired_ns = 48.93
regToRegSetupSlack_ns = 35.03
worstPathMaxFanout = 55
endpoint_kind = register
setup.worst_path.start_class = input port
r2r_end = lru_counter[394]
crit_path_top_delay_cell = fa_2
crit_arrival_ns = 26.13
crit_top_cell = buf_4

[yosys]
yosysSeqAreaShare_pct = 50.7
synth.distinct_cells = 118
yosys_area_sq_um = 309000
yosysCellCount = 25600
ys_async_sr_fraction_pct = 99.5
synth_area_per_cell_sq_um = 12.1
synthCells = 25600
synthesis.area_sq_um = 309000
synth-main-ff-cell = dfrtp_1
ys_warn_count = 0
ys.flops = 6242
edf_count = 32

[final_timing]
hold_violations = 0
relSlewSlack_pct = 1.50
rsz0062_at_grt = no
period_used_pct = 52.5
fin_crit_ns = 25.20
fin_setup_tns_ns = 0
setup_viol = 0
tightest_slew_ns = 1.48
skew_ns = 0.142
fmax_mhz = 39.7
drv_slew = 0

[drt]
routed_wl_um = 1220000
viasPerCell = 5.68
postRouteAntennaNets = 0
drc_errors = 0
drtIter0Drc = 20000
routed_wire_length_per_instance_um = 31.0
first_pass_iters = 7
detailroute.via_count = 223000

[global_route]
overflow = 0
grt_pass1_vias = 227000
grt_max_degree = 133
grt_use_total_pct = 24.2
grt_first_pass_wirelength_um = 1730000
grt_antenna_before_repair = 110

[floorplan]
chip_area_sq_um = 1030000
dieHeight_um = 1020
num_rows = 372
fp.dieW_um = 1020
fp_util_pct = 30.1
core_area_sq_um = 1030000
num_io_pins = 164

[pwr]
power_w = 0.0190
ir_worst_vdd_mv = 0.118
pwr_density_cell_nw_per_um2 = 54.7
p_leak_nw = 155

[cts]
cts_setup_buffers = 0
cts_buffers = 651
path_clk_slew_ns = 0.06
ctsHoldBuffers = 0
cts_max_path_buffers = 4
cts_resized = 0
ctsRootBufferMaster = clkbuf_16
cts_tree = built
clk_latency_ns = 1.20
cts-htree-levels = 6
clock_sinks = 6242

[worst_hold_path]
hp-start = valid_array[91]
hold_depth = 1
hold_class = reg -> reg
whs_endpoint = valid_array[91]

[job]
cap_violations = 0
warning_count = 84

[placed_design]
placed_cells = 38000
gp_congestion = 1.03
port_buffers = 94
hpwlAfterDp_um = 780000

[final_layout]
stdcell_count = 39300
drive_gt1_share_pct = 33.0
final_core_util_pct = 33.8
area_delta_synth_final_pct = 12.3
## cells in the mapped netlist (all sizes together), types with 19 or more instances
master      n  area (sq um)
dfrtp    5954        149000
mux2     4416         49700
nand2    2576          9740
o21ai    2019         10100
nor2     1539          5850
clkbuf   1366          5130
mux4     1234         27800
buf      1188          7600
a21oi    1045          5230
mux2i     892          8930
a22oi     452          3390
o22ai     401          2510
dfstp     256          6730
a211oi    254          1920
nand3     200          1020
or2       162          1010
nor3      157           807
nand4     146           913
nand2b    126           788
o221ai    116          1020
xnor2     102           893
and3       98           613
a31oi      79           494
a221oi     66           578
inv        65           244
o211ai     63           473
nor4       38           272
a22o       37           324
nor2b      33           206
a32oi      32           280
edfxtp     32           961
o211a      31           310
and2       30           193
ha         30           375
xor2       28           245
or3        27           174
a221o      21           210
a2111oi    20           175
or4        19           154
## state kept, by name (all words and copies together), names as in the netlist
register,flops
tag_array,5376
total_misses,32
valid_array,256
hit,1
hit_way,32
lru_counter,512
miss,1
total_hits,32
## kinds of logic after synthesis
kind of cell	after synthesis	share of synthesized area [%]
AOI/OAI and AO/OA	4824	9.30
xor gates and xnor gates	130	0.368
adders and majority gates	31	0.128
buffers and inverters	2623	4.20
DFF	6242	50.7
muxes	6542	28.0
other	2	0.00243
and+or+nand+nor	5252	7.33
## power by group
group	switching [W]	internal, W	leakage (nW)
Sequential	0.00106	0.00693	83.7
Clock	0.00226	0.00298	10.8
Combinational	0.00346	0.00231	60.5
Total	0.00678	0.0122	155
## worst max-delay path by stage
stage	start	to	cells after the start
final	addr[5]	lru_counter[394]	43
after global routing	addr[5]	lru_counter[410]	48
after CTS	addr[5]	lru_counter[394]	43
## final cells by class
type	instances	area (sq um)
antenna	102	255
multi-input combinational	16800	141000
clock inverter	198	2830
tap	13700	17100
clock buffer	985	19200
sequential	6242	157000
timing repair buffer	1190	9550
fill	98300	679000
inverter	69	320
## through the flow
stage / hold WS [ns] / worst slack [ns] / cell area, sq um
floorplan: 0.424 / -66.38 / 309000
global placement: 0.443 / 22.17 / 325000
detailed placement: 0.447 / 22.24 / 325000
CTS: 0.461 / 23.35 / 347000
global route: 0.472 / 22.33 / 347000
finish: 0.461 / 22.80 / 347000
## layout by cell type, fill, tap and decap left out, drive strengths merged, types with 67 or more instances in the layout
| master | netlist | routed |
|---|---|---|
| dfrtp | 5954 | 5954 |
| mux2 | 4416 | 4416 |
| a31oi | 79 | 79 |
| nor2 | 1539 | 1539 |
| o22ai | 401 | 401 |
| or2 | 162 | 162 |
| clkinv | 4 | 137 |
| inv | 65 | 88 |
| mux4 | 1234 | 1234 |
| clkdlybuf4s50 | 0 | 67 |
| diode | 0 | 102 |
| nand4 | 146 | 146 |
| xnor2 | 102 | 102 |
| and3 | 98 | 98 |
| a21oi | 1045 | 1045 |
| mux2i | 892 | 892 |
| nor3 | 157 | 157 |
| o221ai | 116 | 116 |
| dfstp | 256 | 256 |
| o21ai | 2019 | 2019 |
| nand2b | 126 | 126 |
| a22oi | 452 | 452 |
| nand3 | 200 | 200 |
| nand2 | 2576 | 2576 |
| buf | 1188 | 1122 |
| a211oi | 254 | 254 |
| clkbuf | 1366 | 986 |
## critical path, delay by kind of cell
| kind | cells | cell delay (ns) |
|---|---|---|
| compound gates | 13 | 3.56 |
| buf+inv | 16 | 7.52 |
| xor+xnor | 1 | 0.34 |
| mux | 1 | 0.56 |
| simple gates | 10 | 2.62 |
| fa+ha+maj | 2 | 1.46 |
## metal layers
| metal | global-route usage [%] | wire (um) | vias to the layer above |
|---|---|---|---|
| met5 | 1.64 | 2870 | - |
| met4 | 12.8 | 82200 | 147 |
| met3 | 15.8 | 193000 | 3455 |
| met2 | 33.0 | 503000 | 12100 |
| met1 | 29.1 | 435000 | 115000 |
| li1 | - | - | 92200 |
No activity file was given, so power comes from the tool's default toggle rates.
